==> flow/config.mk <==
export PLATFORM = sky130hd
export DESIGN_NAME = id_register_select
export DESIGN_NICKNAME = id_register_select
export VERILOG_FILES = /design/flow/design.v
export SDC_FILE = /design/flow/constraint.sdc
export NUM_CORES = 4
export LEC_CHECK = 1
export CORE_AREA = 10 10 70 70
export DIE_AREA = 0 0 80 80
==> flow/constraint.sdc <==
current_design id_register_select

set clk_period 1.7
set clk_io_pct 0.2

create_clock -name clk0 -period $clk_period

set non_clock_inputs [all_inputs -no_clocks]
set_input_delay [expr $clk_period * $clk_io_pct] -clock clk0 $non_clock_inputs
set_output_delay [expr $clk_period * $clk_io_pct] -clock clk0 [all_outputs]
==> flow/design.v <==
`timescale 1ns / 1ps
module id_register_select(
    input wire[31:0] instruction,
    input  wire [2:0] signop,
    input  wire memwrite,
    output reg [4:0] rf1,
    output reg rf1_used,
    output reg [4:0] rf2,
    output reg rf2_used,
    output reg [4:0] rd,
    output wire [4:0] ra,
    output wire [4:0] rb
);
    wire [4:0] rm;
    wire [4:0] rn;
    wire [4:0] rt;
    assign rt = instruction[4:0];
    assign rn = instruction[9:5];
    assign rm = instruction[20:16];
    assign ra = rf1_used ? rf1 : 5'd31;
    assign rb = rf2_used ? rf2 : 5'd31;
    always @(*) begin
    case (signop)
      3'b000: begin
            rf1 = rn;
            rf1_used = 1;
            rd = rt;
            rf2 = 5'd31;
            rf2_used = 0;
      end
      3'b001: begin
            rf1 = rn;
            rf1_used = 1;
            rf2 = memwrite ? rt : 5'd31;
            rf2_used = memwrite;
            rd = rt;
      end
      3'b011: begin
            rf1 = rt;
            rf1_used = 1;
            rf2 = 5'd31;
            rf2_used = 0;
            rd = 5'd31;
      end
      3'b101: begin
            rf1 = rn;
            rf2 = rm;
            rf1_used = 1;
            rf2_used = 1;
            rd = rt;
      end
      3'b100: begin
            rf1 = 5'd31;
            rf2 = 5'd31;
            rf1_used = 0;
            rf2_used = 0;
            rd = rt;
      end
      default: begin
            rf1 = 5'd31;
            rf2 = 5'd31;
            rf1_used = 0;
            rf2_used = 0;
            rd = 5'd31;
      end
    endcase
  end
endmodule
==> flow/run.sh <==
#!/bin/bash
# OpenROAD 26Q1-2900-gdf79404cd8, Yosys 0.63+post, stock flow scripts
make -C /OpenROAD-flow-scripts/flow DESIGN_CONFIG=/design/flow/config.mk WORK_HOME=/design/flow/orfs finish
==> reports/qor.yml <==
synthesis:
  synth.largest_area_cell: "a211oi_1"
  synthCells: 60
  adder_share: 0.02597
  ys_seq_frac: 0
  top_logic_kind: "simple AND/OR/NAND/NOR gates"
  ys_sh_mux: 0
  synthTopCellsByArea: "a211oi_1, o21ai_0, nor2b_1"
  syn_area_per_cell_sq_um: 6.423
  ys_sh_xor: 0
  synthDistinctLibCells: 13
  top_area_frac: 0.1948
  yosysWarningCount: 1
  simple_gate_share: 0.4838
  netlist_area_sq_um: 385.4
  yosys_cells: 60
  compound_area_frac: 0.3442
  ys_area_sq_um: 385.4
critical_path:
  start_kind: "primary input"
  crit_start: "signop[1]"
  cp-end-kind: "output port"
  critPathRequiredTime_ns: 1.36
  crit_arrival_ns: 1.32
  crit_fanout: 8
  path_class: "primary input to output port"
global_routing:
  antenna_found_initial: 0
  grt_pass1_vias: 664
  track_usage: 0.06257
  overflow: 0
  grt_pass1_wl_mm: 3.353
  grt_max_degree: 12
place:
  place_area_sq_um: 955.9
  dp.cells: 158
  gp_congestion: 0.7015
  io_buffers: 46
  dp_hpwl_mm: 1.743
routing:
  drt-total-wl_mm: 2.160
  route.detailed.drc: 0
  antenna_cells: 0
  drtIter0Drc: 17
  drt_pass1_iterations: 4
  via_per_inst: 4.060
  ant_nets: 0
  vias: 674
  wl_per_cell_microns: 13.01
final_timing:
  slew_violations: 0
  setup_viol: 0
  max_freq_ghz: 0.6040
  timing_hold_violations_final: 0
  slew-limit-headroom: 0.7376
  tightest_slew_ns: 0.3906
  period_needed_ns: 1.656
  post-route-period-util: 0.9739
final_layout:
  final_layout_size_suffix_gt1_frac: 0.4583
  final_cells: 166
  logic_area_sq_um: 466.7
  clock_buffers: 0
  seq_area_sq_um: 0
  postLayoutCellArea_sq_um: 1111
  areaGrowthSynthToFinish_pct: 188.3
  fillers: 377
  seq_cell_count: 0
  fin_util: 0.3253
floorplan:
  fp-utilization: 0.1128
  core_area_sq_um: 3416
  boundaryPins: 63
  die_h_microns: 80
  die_area_sq_um: 6400
  fp.dieW_microns: 80
  rows: 21
job:
  max-cap-violations: 0
  warning_count: 49
min_path:
  min-delay-start: "signop[1]"
  hold_path_class: "primary input to output port"
power_and_ir_drop:
  power.leakage_nw: 0.4617
  ir_drop_mv: 0.08921
  p_per_area_nw_per_um2: 201.0
  p_total_w: 0.0002234
run_status:
  status: "complete, no violations"
clock_tree:
  hold_buffers: 0
[report_power, final]
group	total [W]	internal, W	switching, W
Sequential	0	0	0
Combinational	0.000223	0.000142	0.0000815
Clock	0	0	0
Total	0.000223	0.000142	0.0000815
[metrics by stage]
stage | worst slack [ns] | setup TNS (ns) | hold slack (ns)
final | 0.04434 | 0 | 1.138
after global routing | -0.00004896 | -0.00004896 | 1.187
after CTS | 0.01070 | 0 | 1.227
after detailed placement | -0.5935 | -13.71 | 1.632
after global placement | -0.5586 | -12.99 | 1.639
after floorplan | 0.5205 | 0 | 0.7422
[repair_timing]
item | in CTS | in global routing
pin swaps | 12 | 1
gates resized | 90 | 9
buffers inserted | 7 | 0
gates cloned | 1 | 0
setup endpoints to repair | 27 | 8
[routing by layer]
metal / track usage / routed length (microns) / up-vias
met5: 0 / 0 / -
met4: 0 / 0 / 0
met3: 0.01705 / 206 / 0
met2: 0.1035 / 1023 / 27
met1: 0.08372 / 930 / 301
li1: - / - / 346
[worst max-delay path: stages]
cell,delay (ns)
buf_2,0.14
buf_6,0.14
or2_2,0.28
clkdlybuf4s50_1,0.41
[logic make-up after synthesis]
| family | Yosys count |
|---|---|
| buffers and inverters | 12 |
| adders and majority gates | 1 |
| AOI/OAI and AO/OA | 21 |
| and+or+nand+nor | 26 |
[cell usage in the layout, fill, tap and decap left out, types with 3 or more instances in the layout]
cell and n:
nor2b_1 5, buf_4 12, o21ai_1 7, nor4bb_4 3, buf_2 8, a211oi_2 10
clkdlybuf4s50_1 11, inv_1 7, buf_6 6, dlygate4sd2_1 21, nor3_2 3, o21ai_0 3
nor3b_2 4, or2_2 5
[layout make-up]
type,instances,share of cell area
inverters,7,0.02365
well taps,46,0.05180
multi-input cells,48,0.4200
repair buffers,65,0.5045
[synthesized netlist by cell type]
master    count
or2_2         5
o21ai_0      10
maj3_1        1
nor3b_1       5
a211oi_1     10
inv_1         7
nor4bb_1      3
nor3_1        5
and4bb_1      2
nor2b_1       6
o21a_1        1
buf_2         3
buf_4         2
[worst paths after layout]
kind | end | slack [ns] | cells after the start
max | rd[0] | 0.04 | 4
min | rd[2] | 1.14 | 4
